File: flow/run.sh
#!/bin/bash
# OpenROAD 26Q1-2900-gdf79404cd8, Yosys 0.63+post, stock flow scripts
make -C /OpenROAD-flow-scripts/flow DESIGN_CONFIG=/design/flow/config.mk WORK_HOME=/design/flow/orfs finish
File: flow/config.mk
export PLATFORM = sky130hd
export DESIGN_NAME = blocking
export DESIGN_NICKNAME = blocking
export VERILOG_FILES = /design/flow/design.v
export SDC_FILE = /design/flow/constraint.sdc
export NUM_CORES = 4
export LEC_CHECK = 1
export CORE_AREA = 10 10 70 70
export DIE_AREA = 0 0 80 80
File: flow/constraint.sdc
current_design blocking

set clk_period 1.0
set clk_io_pct 0.2

create_clock -name clk0 -period $clk_period [get_ports {clk}]

set non_clock_inputs [all_inputs -no_clocks]
set_input_delay [expr $clk_period * $clk_io_pct] -clock clk0 $non_clock_inputs
set_output_delay [expr $clk_period * $clk_io_pct] -clock clk0 [all_outputs]
File: flow/design.v
module blocking(clk, in, blk, nblk);
input clk;
input [2:0] in;
output [2:0] blk, nblk;
reg [2:0] blk, nblk;
reg [2:0] blk_reg1, blk_reg2, blk_reg3;
reg [2:0] nblk_reg1, nblk_reg2, nblk_reg3;
always@(posedge clk)begin
	nblk_reg1 <= in;
	nblk_reg2 <= nblk_reg1;
	nblk_reg3 <= nblk_reg2;
	nblk <= nblk_reg3;
end
always@(posedge clk)begin
	blk_reg1 = in;
	blk_reg2 = blk_reg1;
	blk_reg3 = blk_reg2;
	blk  = blk_reg3;	
end
endmodule
==> run notes <==
Physical design

The flow ran to the end, and the final reports show no timing, DRC or antenna violations. After floorplanning, the die was sized to cover 6400 um2. The maximum level of the CTS H-tree stands at 1. The violation count after the first detailed-routing iteration stands at 1. The multiplexer share of the synthesized area stands at 0. The switching power as a share of total power stands at 0.175. The final timing summary puts the cycle share of the worst path at 0.952.

The number of endpoints failing setup at the final stage stands at 0. The via count of the first global-routing pass stands at roughly 150. STA classifies the critical path endpoint as a primary output.

TritonCTS reports the number of clock sinks as 12. For reference, the clock transition at the flip-flops on the worst setup and hold paths is roughly 70 ps. Setup repair after global routing left no endpoint under its margin. Looking at the clock tree report, the root buffer type is sky130_fd_sc_hd__clkbuf_4.

The post-synth area from yosys stat stands at approximately 240 um2. The transition time recorded at the tightest slew-check pin is 65.9 ps. The total of buffers placed on input and output ports stands at 9. Of the total synthesized cell area, the portion taken by full adders, half adders and majority gates is 0.

The total area inside the core boundary comes to 3420 um2. Once detail routing completed, the nets flagged for antenna violations numbered 0. The share of layout cells above drive strength 1 stands at 0.375. The data required time of the critical path stands at 800 ps. The final global-route overflow total stands at 0.

The flop and latch count out of synthesis stands at 12. The row count stands at 21. The stage logs contain a warning count of 25.

The share of synthesized area in the top cell type comes to 1.00. Signal routing reaches up to met3. Of all nets on the critical path, the largest fanout is 2. The longest clock path from root to sink contains 2 buffers.

The achievable frequency stands at 1050 MHz. According to the report, the first pass of detailed routing completed in 2 iterations. The final tally of max-slew violations stands at 0.

In the per-layer summary, the met1 wirelength comes to 237 um. The total via count after detailed routing stands at 124. Dividing the detail-routed wire length by the instance count gives 6.14 um.

For reference, the top cells by area after synthesis are sky130_fd_sc_hd__dfxtp_1 100%. Per the Yosys statistics, synthesis produced 12 cells. The worst setup path is launched from a flop.

The number of vias per cell stands at 1.77. The final clock skew stands at just under 7 ps. The wire length on met3 stands at 101 um. Per the synthesis report, the dominant area consumer among library cells is sky130_fd_sc_hd__dfxtp_1. The share of total power dissipated in the clock network is 0.333. The share of total power dissipated in combinational logic is 0.033. Leaving out buffers and inverters, the combinational logic in the layout accounts for 0 um2. According to the floorplan report, the die height is 80 um. For reference, the critical path cell chain is clkdlybuf4s15_1. The number of different library cells used by synthesis comes to 1.

The launch point of the critical path was reported as nblk_reg1[2]$_DFF_P_. During I/O placement, the number of pins put on the boundary was 10. Per the synthesis report, the AND-OR/OR-AND share of the synthesized area is 0. TritonCTS built the clock tree.

The first-pass GRT wire length stands at 696 um. Summed over all nets, wire length on met2 after detailed routing comes to 91 um. The final count of hold timing violations stands at 0. The worst-case register-to-register setup slack stands at 580 ps. The launch point of the worst register-to-register path is recorded as nblk_reg1[2]$_DFF_P_.

In this run, the synthesized area fraction spent on and/or/nand/nor cells is recorded as 0. For reference, the most critical setup path is categorized as reg2out. All stages included, the depth of the critical timing path comes to 1. The number of CTS-inserted buffers stands at 3.

At the later pin of the worst-skew pair, clock insertion delay measures roughly 260 ps. At the end of the flow the core is filled with cells to 0.121. The path class of the tightest hold or removal check is reg2reg. The post-synthesis average cell area stands at 20.0 um2. The register share after synthesis stands at 1.00. Counting the warning lines in the Yosys log gives 1. Per the synthesis report, the XOR/XNOR share of the synthesized area is 0. Overall routing resource usage recorded by global route was 0.0147.

The library cell used most frequently in the layout, excluding fill and tap cells, is sky130_fd_sc_hd__dfxtp_1. The antenna diode count stands at 0. The setup total negative slack stands at 0 ps. The power consumption stands at 0.809 mW.

The final hold slack stands at 322 ps. The flow reported a cell area power density of slightly below 2000 nW/um2. The sequential share of power stands at 0.635. The initial antenna violation count is 0. The routability-driven placement congestion ratio stands at 0.623. Per the OpenROAD power report, switching power amounts to around 0.14 mW. The worst-case headroom to the max-slew limit stands at 0.956. The data arrival at the endpoint of the critical path stands at 750 ps. The capture point of the worst register-to-register path is recorded as nblk_reg2[2]$_DFF_P_. Measured along the x axis, the die boundary spans 80 um. The number of cell instances on the worst register-to-register path stands at 0. The final layout contains routed wiring with a total length of 430 um. The maximum ir drop on the vdd rail stands at 0.000817 V. The final critical delay including setup and external delays stands at ~950 ps. The delay contributed by the slowest stage of the critical path stands at 330 ps. The initial cell density of the core stands at 0.0703. Cell internal power was estimated by the tool at between 0.6 and 0.7 mW.

The count of multi-input combinational gates stands at 0. Once the clock tree was built, the setup fixing pass inserted 0 buffers. The total buffers and inverters traversed by the critical path stands at 1. The slowest stage of the critical path belongs to the cell sky130_fd_sc_hd__dfxtp_2.

Entering global routing, the biggest net connects 7 pins. The hold buffer count at CTS stands at 0. Counting every instance in the synthesized netlist gives 12. The cell family contributing the most delay on the critical path is flip-flops. The final routed DRC violation total stands at 0. The tool flagged a number of max-cap violations equal to 0. The leakage power stands at between 0.15 and 0.2 nW. According to the timing report, the critical path is captured at blk[2].

The synthesized netlist occupies a cell area of 240 um2. Ranking logic cells in the layout by count gives the top entries 7 x sky130_fd_sc_hd__dfxtp_1, 5 x sky130_fd_sc_hd__dfxtp_2, 5 x sky130_fd_sc_hd__clkdlybuf4s15_1. Relative to the synthesized area, the layout overhead comes to 71.4%.
==> through the flow <==
stage / setup slack [ps] / instance area, um2 / std cells
2_1_floorplan: 525 / 240 / 12
3_3_place_gp: 20.4 / 388 / 67
3_5_place_dp: 3.67 / 388 / 67
4_1_cts: 21.7 / 417 / 70
5_1_grt: 4.08 / 412 / 70
6_report: 47.8 / 412 / 70
==> worst min path at each step <==
stage	from	to	slack (ps)	cells after the start
CTS	nblk_reg3[2]$_DFF_P_	nblk[2]$_DFF_P_	320	0
global route	nblk_reg3[2]$_DFF_P_	nblk[2]$_DFF_P_	330	0
finish	nblk_reg3[2]$_DFF_P_	nblk[2]$_DFF_P_	320	0
==> power groups by stage <==
stage / Clock (mW) / Combinational [mW] / Sequential (mW)
after CTS: 0.283 / 0.0287 / 0.514
after global routing: 0.311 / 0.0286 / 0.517
final: 0.269 / 0.0264 / 0.514
==> timing repair <==
action                     CTS  global route
pin swaps                    0             0
gates resized               17             1
setup endpoints to repair    6             1
gates cloned                 0             0
==> logic make-up after synthesis <==
| family | after synthesis |
|---|---|
| flip-flops | 12 |
==> state kept, by name (all words and copies together), names as in the netlist <==
| signal | cells |
|---|---|
| nblk_reg2 | 3 |
| nblk | 3 |
| nblk_reg3 | 3 |
| nblk_reg1 | 3 |
==> synthesized netlist by cell type <==
cell type	number
sky130_fd_sc_hd__dfxtp_1	12
==> layout make-up <==
cell class | instances | area [um2]
Clock buffer | 3 | 22.5
Fill cell | 397 | 3000
Sequential cell | 12 | 246
Tap cell | 46 | 57.6
Timing Repair Buffer | 9 | 85.1
==> layer usage <==
metal  up-vias  global-route usage
met4         0             0.00176
met1        50              0.0189
met2        12              0.0128
met3         0              0.0205
met5         -                   0
li1         62                   -
No activity file was given, so power comes from the tool's default toggle rates.
